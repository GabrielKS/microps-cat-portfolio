`flow/design.v`:
```
module p_control_demo(
	input logic rst_raw,
    input logic sck,
    input logic sdi,
    output logic sdo,
    input logic nss,
    output logic [6:0] seg,
	output logic motor1,
	output logic motor2);
	logic rst;
	assign rst = ~rst_raw;
	logic clk;
	HSOSC #(.CLKHF_DIV(2'b11))
		myclock (.CLKHFPU(1'b1), .CLKHFEN(1'b1), .CLKHF(clk));
    logic [7:0] byte_recv;
    spi_byte sb(rst, sck, sdi, sdo, nss, byte_recv);
    seven_seg ss(byte_recv[3:0], seg);
	logic signed [15:0] setpoint, observed;
	logic signed [8:0] signed_byte_recv;
	assign signed_byte_recv = {1'b0, byte_recv};
	assign setpoint = (signed_byte_recv - 8) <<< 6;   
	assign observed = 0;   
	logic signed[15:0] kp_n, kp_ds;   
	assign kp_n = 315;   
	assign kp_ds = 2;
	logic signed[15:0] out_frac;
	p_control_16 p(kp_n, kp_ds, setpoint, observed, out_frac);
	logic motor1_raw, motor2_raw;
	pwm16 o2p(clk, rst, out_frac, motor1_raw, motor2_raw);
	assign motor1 = ~motor1_raw;   
	assign motor2 = ~motor2_raw;   
endmodule
module p_control_16(   
	input logic signed [15:0] kp_n, kp_ds,
	input logic signed [15:0] setpoint, observed,
	output logic signed [15:0] out);
	logic signed[15:0] error;
	assign error = setpoint-observed;
	logic signed[31:0] temp1;
	assign temp1 = {16'b0, kp_n}*{{16{error[15]}}, error};   
	logic signed[31:0] temp2;
	assign temp2 = temp1 >>> kp_ds;
	assign out = (temp2 < -'sd32768) ? -'sd32768 : ((temp2 > 'sd32767) ? 'sd32767 : temp2);   
endmodule
module pwm16(   
	input logic clk, rst,
	input logic signed [15:0] frac,
	output logic out1,   
	output logic out2);
	logic sign;
	assign sign = (frac < 0);
	logic [31:0] ticks_cycle;
	assign ticks_cycle = 1 << 8;   
	logic [31:0] ticks_on;
	assign ticks_on = (sign ? -frac : frac) >> 7;
	logic out_mag;
	blink_counter bc(clk, rst, ticks_cycle, ticks_on, out_mag);
	assign out1 = sign ? 0 : out_mag;
	assign out2 = sign ? out_mag : 0;
endmodule
module pwm_demo(
	input logic rst_raw,
    input logic sck,
    input logic sdi,
    output logic sdo,
    input logic nss,
    output logic [6:0] seg,
	output logic motor1,
	output logic motor2);
	logic rst;
	assign rst = ~rst_raw;
	logic clk;
	HSOSC #(.CLKHF_DIV(2'b11))
		myclock (.CLKHFPU(1'b1), .CLKHFEN(1'b1), .CLKHF(clk));
    logic [7:0] byte_recv;
    spi_byte sb(rst, sck, sdi, sdo, nss, byte_recv);
    seven_seg ss(byte_recv[3:0], seg);
	logic pwm_out;
	nybble_to_pwm n2p(clk, rst, 5'd10, byte_recv[3:0], pwm_out);
	assign motor1 = ~pwm_out;   
	assign motor2 = 1;   
endmodule
module nybble_to_pwm(
	input logic clk, rst,
	input logic [4:0] t_pow,   
	input logic [3:0] nyb,
	output logic out);
	logic [31:0] ticks_cycle;
	assign ticks_cycle = 'b1111 << t_pow;
	logic [31:0] ticks_on;
	assign ticks_on = nyb << t_pow;
	blink_counter bc(clk, rst, ticks_cycle, ticks_on, out);
endmodule
module blink_counter(   
	input logic clk, rst,
	input logic [31:0] ticks_cycle, ticks_on,   
	output logic out);
	logic [31:0] counter;
	always_ff @(posedge clk, posedge rst) begin
		if(rst) counter <= 0;   
		else if (counter < 0) counter <= 0;   
		else if(counter > ticks_cycle) counter <= 0;   
		else counter <= counter + 1;
	end
	assign out = counter <= ticks_on;
endmodule
```
`flow/run.sh`:
```
#!/bin/bash
# OpenROAD 26Q1-2900-gdf79404cd8, Yosys 0.63+post, stock flow scripts
make -C /OpenROAD-flow-scripts/flow DESIGN_CONFIG=/design/flow/config.mk WORK_HOME=/design/flow/orfs finish
```
`flow/config.mk`:
```
export PLATFORM = sky130hd
export DESIGN_NAME = pwm16
export DESIGN_NICKNAME = pwm16
export VERILOG_FILES = /design/flow/design.v
export SDC_FILE = /design/flow/constraint.sdc
export NUM_CORES = 4
export LEC_CHECK = 1
export CORE_AREA = 10 10 102 102
export DIE_AREA = 0 0 112 112
```
`flow/constraint.sdc`:
```
current_design pwm16

set clk_period 5.5
set clk_io_pct 0.2

create_clock -name clk0 -period $clk_period [get_ports {clk}]

set non_clock_inputs [all_inputs -no_clocks]
set_input_delay [expr $clk_period * $clk_io_pct] -clock clk0 $non_clock_inputs
set_output_delay [expr $clk_period * $clk_io_pct] -clock clk0 [all_outputs]
```
==> flow_summary.yaml <==
# synthesis and place-and-route metrics
drt:
  drc: 0
  wire_per_inst_um: 9.65
  routed-via-count: 1348
  antennaDiodeCount: 0
  vias_per_cell: 3.90
  detail_route.wirelength_mm: 3.34
  drt_iter0_markers: 22
  drt_first_pass_iters: 2
  drt.antenna.violating_nets: 0
logic_synthesis:
  synth_seq_share_pct: 45.2
  netlist.area_leader.share_pct: 45.2
  ys_async_sr_fraction_pct: 100
  synth_cell_type_count: 32
  enable_flop_cells: 0
  postSynthRegisterBits: 32
  postSynthAreaPerCell_um2: 10.7
  synth.yosys.num_cells: 166
  netlist_instances: 166
  top_area_cell: "sky130_fd_sc_hd__dfrtp_1"
  mappedNetlistArea_um2: 1770
  synth.area.top_cells: "sky130_fd_sc_hd__dfrtp_1 45%, sky130_fd_sc_hd__ha_1 18%, sky130_fd_sc_hd__xor2_1 5.4%, sky130_fd_sc_hd__nor2_1 2.8%, sky130_fd_sc_hd__nand3_1 2.5%"
  yosys_warnings: 1
  yosysChipArea_um2: 1770
  ys.flop_type: "sky130_fd_sc_hd__dfrtp_1"
final_layout:
  post_route_cells_drive_above_1_share_pct: 13.3
  largest_register_ffs: 32
  final.fill_count: 825
  largest_register: "bc.counter"
  post-route-cell-area_um2: 2450
  mostFrequentLayoutCells: "38 x sky130_fd_sc_hd__conb_1, 32 x sky130_fd_sc_hd__dfrtp_1, 26 x sky130_fd_sc_hd__ha_1"
  biggestRegsByFlops: "bc.counter: 32 flops"
  area_growth_syn_to_layout_pct: 38.1
  finish.cell_count_without_fillers: 346
  layout_top_cell_excl_fill_tap: "sky130_fd_sc_hd__conb_1"
  final_core_util_pct: 29.8
critical_path:
  critPathLaunchType: "input pin"
  crit_path_leading_delay_family: "buffers and inverters"
  cp_cell_sequence: "clkdlybuf4s50_1, nor3_2, nand4b_1, buf_4, buf_4, buf_4, buf_4, buf_4, o21ai_2, xor2_1, ha_1, nand4_1, or4_4, a21o_1, a31oi_2, nor3b_1, dlygate4sd2_1"
  r2r_slack_ns: 3.99
  worst_setup_path_end_kind: "primary output"
  critPathArrivalTime_ns: 4.28
  r2r_depth: 4
  worst_ep_required_time_ns: 4.40
  timing.critical_path.buf_inv: 7
  critical_path.reg2reg.startpoint: "bc.counter[4]"
  path_max_fanout: 3
  setup.worst_path.class: "in -> out"
  critical-path-max-stage-delay_ns: 0.52
  r2r_path_end: "bc.counter[3]"
  cpMaxStageDelayCell: "sky130_fd_sc_hd__or4_4"
  timing.critical_path.mode_cell: "sky130_fd_sc_hd__buf_4"
final_timing:
  setup_clock_skew_after_layout_ns: 0.00671
  period_minus_slack_ns: 5.38
  timing.hold.ws_ns: 0.487
  setup_repair_after_global_routing_missed_its_margin: "true"
  count_of_final_hold_check_violations: 0
  fmax_mhz: 186
  layout_worst_path_cycle_share_pct: 97.8
  final-max-slew-violation-count: 0
  setup_violations: 0
min_path:
  worst_hold_path_type: "reg -> reg"
  timing.hold.worst_endpoint: "bc.counter[0]"
  min_path_cells: 1
  hold_path_startpoint: "bc.counter[0]"
pwr:
  p_seq_share_pct: 50.6
  switchingPower_uw: 115
  share_clk_of_total_power_pct: 36.2
  powerDensity_nw_per_um2: 201
  cellLeakagePower_nw: 1.12
  intPower_uw: 375
  switching_share_pct: 23.5
  vdd_drop_max_v: 0.0000764
  power_frac_comb_pct: 13.2
flow_run:
  warning_count: 27
  drv_cap: 0
clock_network:
  cts_inserted_buffers: 5
  cts.sinks: 32
  root_buffer: "sky130_fd_sc_hd__clkbuf_8"
  clock_pin_slew_of_the_registers_on_the_worst_case_setup_and_hold_paths_ns: 0.06
  clock.latency.late_pin_ns: 0.28
  cts_tree: "done"
  htree_levels: 2
  cts_max_path_bufs: 2
floorplanning:
  die_area_um2: 12500
  die.size.y_um: 112
  die_w_um: 112
  floorplan.io_pins: 20
  rows: 33
  core_util_floorplan_pct: 21.6
  placeableCoreArea_um2: 8220
grt:
  grt.overflow.total: 0
  grt_pass1_wl_mm: 5.91
  grt_use_total_pct: 5.42
  grt_max_degree: 33
  antenna_violations_before_repair: 0
  via_count_of_the_first_global_routing_pass: 1372
placement:
  numPlacedInstances: 334
  count_of_buffers_inserted_at_the_top_level_ports: 19
  gpl.final_weighted_congestion: 0.802
  dpl.hpwl_mm: 2.60
  placedInstanceArea_um2: 2300
status:
  status: "finished clean"
[how the worst max path moves through the flow]
| stage | start | end | slack [ns] | depth (start not counted) |
|---|---|---|---|---|
| final | frac[5] | out2 | 0.12 | 17 |
| after global routing | frac[5] | out2 | -0.01 | 17 |
| after CTS | frac[3] | out2 | 0.06 | 12 |
[routing by layer]
layer,up-vias,GRT usage [%],share of wire (%)
met2,28,8.51,41
met4,0,0.677,0.99
li1,720,-,-
met1,596,7.45,54
met3,4,1.57,3.9
met5,-,0,0
[cell usage after synthesis, types with 2 or more instances]
master	n
sky130_fd_sc_hd__clkbuf_1	2
sky130_fd_sc_hd__dfrtp_1	32
sky130_fd_sc_hd__xor2_1	11
sky130_fd_sc_hd__nand4_1	4
sky130_fd_sc_hd__o21ai_0	7
sky130_fd_sc_hd__xnor2_1	4
sky130_fd_sc_hd__nand2_1	9
sky130_fd_sc_hd__conb_1	2
sky130_fd_sc_hd__nor2_1	13
sky130_fd_sc_hd__nor2b_1	3
sky130_fd_sc_hd__and4_1	3
sky130_fd_sc_hd__a211oi_1	3
sky130_fd_sc_hd__nand3_1	9
sky130_fd_sc_hd__and3_1	3
sky130_fd_sc_hd__inv_1	4
sky130_fd_sc_hd__a21oi_1	7
sky130_fd_sc_hd__nor3_1	5
sky130_fd_sc_hd__ha_1	26
sky130_fd_sc_hd__nor4_1	6
[power by group through the flow]
stage	Combinational, mW	Sequential [mW]	Clock, mW
finish	0.0650	0.248	0.177
global route	0.0757	0.249	0.194
CTS	0.0657	0.248	0.185
[stage by stage]
stage	power, mW	setup WS, ns	setup TNS [ns]
after floorplan	0.288	0.849	0
after global placement	0.316	-0.217	-0.395
after detailed placement	0.318	-0.250	-0.459
after CTS	0.499	0.0598	0
after global routing	0.519	-0.0101	-0.0101
final	0.491	0.121	0
[layout make-up]
type | count | area [um2] | share of cell area, %
tap | 105 | 131 | 5.37
clock buffer | 6 | 82.6 | 3.38
inverter | 4 | 15.0 | 0.614
multi-input combinational | 164 | 1120 | 45.7
sequential | 32 | 801 | 32.7
timing repair buffer | 33 | 288 | 11.8
clock inverter | 2 | 10.0 | 0.409
[worst register-to-register path: stages, from the launching register on]
cell	delay, ns
sky130_fd_sc_hd__dfrtp_1	0.45
sky130_fd_sc_hd__nor4_1	0.30
sky130_fd_sc_hd__nand3_1	0.12
sky130_fd_sc_hd__a211o_1	0.43
sky130_fd_sc_hd__nor2_1	0.15
[cells by family (layout without fill, tap and decap cells)]
logic type / count (synthesis) / count (layout) / share of synthesized area, %
AOI/OAI and AO/OA: 23 / 23 / 7.77
xor gates and xnor gates: 15 / 15 / 7.41
adders and majority gates: 26 / 26 / 18.4
buffers and inverters: 6 / 45 / 1.27
DFF: 32 / 32 / 45.2
other: 2 / 38 / 0.424
and+or+nand+nor: 62 / 62 / 19.6
[what timing repair did]
action,4_1_cts,5_1_grt
pin swaps,11,5
setup buffers,4,0
resized,11,6
hold buffers,0,0
endpoints found under the setup margin,2,2
No activity file was given, so power comes from the tool's default toggle rates.
