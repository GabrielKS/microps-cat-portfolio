File: flow/run.sh
#!/bin/bash
# OpenROAD 26Q1-2900-gdf79404cd8, Yosys 0.63+post, stock flow scripts
make -C /OpenROAD-flow-scripts/flow DESIGN_CONFIG=/design/flow/config.mk WORK_HOME=/design/flow/orfs finish
File: flow/config.mk
export PLATFORM = sky130hd
export DESIGN_NAME = quadrature_decoder
export DESIGN_NICKNAME = quadrature_decoder
export VERILOG_FILES = /design/flow/design.v
export SDC_FILE = /design/flow/constraint.sdc
export NUM_CORES = 4
export LEC_CHECK = 1
export CORE_AREA = 10 10 103 103
export DIE_AREA = 0 0 113 113
File: flow/constraint.sdc
current_design quadrature_decoder

set clk_period 5.2
set clk_io_pct 0.2

create_clock -name clk0 -period $clk_period [get_ports {clk}]

set non_clock_inputs [all_inputs -no_clocks]
set_input_delay [expr $clk_period * $clk_io_pct] -clock clk0 $non_clock_inputs
set_output_delay [expr $clk_period * $clk_io_pct] -clock clk0 [all_outputs]
File: flow/design.v
module quadrature_decoder(
    input logic rst, clk, in1, in2,
    output logic signed [15:0] position);
	logic s1, s2;
	synchronizer sy1(clk, in1, s1);
	synchronizer sy2(clk, in2, s2);
    logic p1, p2;   
    always_ff @(posedge clk) begin
		if (rst) begin
			position <= 0;
			p1 <= s1;
			p2 <= s2;
		end
		else begin
			case ({p2, p1, s2, s1})
				4'b0001: position <= position-1;
				4'b0010: position <= position+1;
				4'b0100: position <= position+1;
				4'b0111: position <= position-1;
				4'b1000: position <= position-1;
				4'b1011: position <= position+1;
				4'b1101: position <= position+1;
				4'b1110: position <= position-1;
				default: position <= position;
			endcase
		end
        p1 <= s1;
        p2 <= s2;
    end
endmodule
module synchronizer(   
	input logic clk,
	input logic raw,
	output logic syncd);
	logic buff;
	always_ff @(posedge clk) begin
		buff <= raw;
		syncd <= buff;
	end
endmodule
==> run notes <==
The run has ended; figures from its reports follow.

The number of flip-flops and latches in the synthesized netlist is 22. The number of global-route vias before repair is 1,155. The startpoint-to-endpoint class of the critical path is flip-flop to flip-flop. For this design the static power due to leakage is ~0.74 nW.

Summed over all layers, the global routing overflow is 0. The number of clock sinks seen by CTS is 22. The highest clock rate this design can be run at is 322.2 MHz. The number of cells traversed by the worst register-to-register path is 9. Looking at the clock tree report, the maximum root-to-sink buffer count equals 2. The TritonCTS clock tree is built. The detailed router finished its first iteration with 61 violations. The wire length of the first global-routing pass came out at 5616 um. Pin placement for this block handled 20 I/O pins.

The routed design shows a wire length per standard cell of 11.26 um. The flow ran to the end, and the final reports show no timing, DRC or antenna violations. The data required time of the worst path is 5.36 ns. The worst slack at placement came out at 2.090 ns. Per the OpenROAD floorplan log, the area of the core is 8299 um2. The root buffer cell is sky130_fd_sc_hd__clkbuf_8. The number of buffers inserted for hold repair after clock tree synthesis is 0. The buffer-and-inverter tally for the worst setup path came out at 0. The yosys cell count is 174.

The final sum of negative setup slack came out at 0 ns. The chip occupies roughly 13,000 um2. For the worst min-delay path, the startpoint reported by OpenROAD is sy1.buff$_DFF_P_. The worst setup path is launched from a flip-flop. The first-pass iteration count of the detailed router is 4. The effective utilization at floorplan came out at 17.65%. The script logs the ratio of routed vias to standard cells as 4.264.

The row count is 33. The die span in y came out at 113 um. The critical path's slowest stage uses the library cell sky130_fd_sc_hd__and2_1.

TritonCTS created 3 clock buffers. The final wirelength came out at 3332 um. The cell area after layout came out at between 1500 and 2000 um2. The launch point of the worst register-to-register path is recorded as sy1.syncd$_DFF_P_. The worst hold path terminates at sy1.syncd$_DFF_P_.

Setup repair after global routing left no endpoint under its margin. The post-route core utilization came out at 21.98%. The gate count after technology mapping is around 170. The area figure in the yosys stat output is 1465 um2. The most common logic cell in the final layout is sky130_fd_sc_hd__dfxtp_1. The critical path's largest stage delay is 0.62 ns. The antenna diode count came out at 0. The half-perimeter wire length after detailed placement came out at 2550 um. The worst max-slew margin expressed relative to the limit is 49.18%. The most common logic cells in the final layout are 22 x sky130_fd_sc_hd__dfxtp_1, 19 x sky130_fd_sc_hd__clkdlybuf4s50_1, 18 x sky130_fd_sc_hd__a21oi_1, 18 x sky130_fd_sc_hd__nand2_1. STA classifies the critical path endpoint as a flip-flop. The count of nets left with antenna violations once routing finished came out at 0. In this run the cell area of the synthesized design comes to 1465 um2. The max-slew violation count came out at 0.

The final routed DRC violation total came out at 0. The later pin in the worst-skew pair is clocked with a latency of 0.26 ns. The initial antenna violation count came out at 0.

The stage logs contain a warning count of 26. The count of buffers inserted at the top-level ports came out at 19. In this run, synthesis inferred 0 flip-flops with an integrated enable. Across every metal layer, demand over resource in global routing totals 5.150%. Looking at the reg2reg group, the worst path ends at position[15]$_SDFFE_PP0P_. The completed layout was analyzed and its total power is a little under 600 uW. The number of resized instances in the post-cts repair step came out at 0. The reg-to-reg setup timing slack is 2.10 ns. The x dimension of the die is 113 um. The count of vias placed by the detailed router came out at 1,262. The proportion of synthesized flip-flops having asynchronous set or reset is 0%. The pin count of the biggest net entering global routing is 22. Counting instances, the worst hold path has a depth of 0. The clock slew seen by the registers of the worst setup and hold paths came out at 0.09 ns. The predominant post-synthesis flop cell is sky130_fd_sc_hd__dfxtp_1. The final period utilization came out at 59.68%.

The maximum fanout along the worst path is 19. Yosys printed 2 warnings. The instance area at placement came out at 1753 um2.

The number of different library cells used by synthesis comes to 44. The max-capacitance violation count came out at 0. The mean instance size in the synthesized netlist is 8.420 um2. Once the clock tree was built, the setup fixing pass inserted 0 buffers. The minimum period implied by the final worst setup slack is 3.104 ns. The endpoint arrival time on the critical path came out at approximately 3.3 ns.

The highest ir drop seen on vdd came out at 0.1456 mV. The setup slack of the critical path after layout came out at 2.096 ns. The last timing report of the flow puts the setup violation total at 0. The deepest level of the CTS H-tree came out at 1. The power density over cell area is 319.4 nW/um2. At the pin with the least slew margin, the transition time is approximately 0.76 ns.

On the critical path the largest part of the delay comes from simple AND/OR/NAND/NOR gates. The path type of the worst min-delay path is flip-flop to flip-flop. The part of the Yosys area used for sequential elements is about 30%. The final clock skew came out at 0.002026 ns. Traced cell by cell, the critical path runs through xor2_1 -> and2_1 -> ha_1 -> a21o_1 -> a21oi_2 -> or3b_1 -> o221ai_2 -> mux2i_1 -> mux2_1. The placer congestion estimate came out at ~0.85. The layout overhead on the synthesized area is 24.51%. The final timing report lists a hold violation count of 0.

In the final layout, the share of cells above drive strength 1 is 5.759%.
-- metal layers --
layer | share of wire [%] | vias to the layer above | global-route usage (%)
met5 | 0 | - | 0
met4 | 0.51 | 0 | 0.2538
met3 | 4.2 | 2 | 1.496
met2 | 45 | 18 | 8.372
met1 | 51 | 572 | 6.944
li1 | - | 670 | -
-- where the power goes --
part           switching, mW  internal [mW]  leakage [nW]
clock network         0.0610          0.103        0.0357
registers             0.0181          0.190         0.182
logic                  0.106          0.104         0.517
total                  0.185          0.397         0.735
-- per-stage QoR --
step	cells	hold slack, ns
global placement	292	0.3140
finish	296	0.3327
floorplan	174	0.3096
global route	296	0.3413
CTS	296	0.3342
detailed placement	292	0.3121
-- area by class of cell --
cell class,count,area [um2]
repair buffers,20,197.7
clock buffers,3,41.29
multi-input cells,139,960.9
flip-flops and latches,22,440.4
inverters,6,22.52
well taps,105,131.4
clock inverters,1,30.03
fillers,894,6475
-- logic make-up (layout without fill, tap and decap cells) --
group / count (synthesis) / in the layout / share of synthesized area (%)
mux: 2 / 2 / 1.452
buf+inv: 13 / 30 / 4.355
compound gates: 57 / 57 / 26.13
fa+ha+maj: 16 / 16 / 14.18
xor+xnor: 9 / 9 / 5.380
flops: 22 / 22 / 30.06
simple gates: 55 / 55 / 18.45
-- worst max-delay path by stage --
stage,from,end,slack [ns],cells after the start
final,sy1.syncd$_DFF_P_,position[15]$_SDFFE_PP0P_,2.10,9
after global routing,sy1.syncd$_DFF_P_,position[9]$_SDFFE_PP0P_,1.82,9
after CTS,sy1.syncd$_DFF_P_,position[15]$_SDFFE_PP0P_,2.07,9
-- state kept, by name (all words and copies together), names as in the netlist --
name,flops
position,16
sy2.buff,1
p1,1
sy1.buff,1
sy1.syncd,1
sy2.syncd,1
p2,1
-- cell usage after synthesis, types with 4 or more instances --
cell | number | share of area, %
sky130_fd_sc_hd__inv_1 | 6 | 1.5
sky130_fd_sc_hd__a211oi_1 | 6 | 3.1
sky130_fd_sc_hd__xnor2_1 | 6 | 3.6
sky130_fd_sc_hd__a21oi_1 | 18 | 6.1
sky130_fd_sc_hd__ha_1 | 15 | 13
sky130_fd_sc_hd__o21ai_0 | 10 | 3.4
sky130_fd_sc_hd__nor2_1 | 15 | 3.8
sky130_fd_sc_hd__dfxtp_1 | 22 | 30
sky130_fd_sc_hd__nor3_1 | 4 | 1.4
sky130_fd_sc_hd__o211ai_1 | 4 | 2.0
sky130_fd_sc_hd__nand2_1 | 18 | 4.6
Power and IR drop assume default switching activity.
