===== flow/run.sh =====
#!/bin/bash
# OpenROAD 26Q1-2900-gdf79404cd8, Yosys 0.63+post, stock flow scripts
make -C /OpenROAD-flow-scripts/flow DESIGN_CONFIG=/design/flow/config.mk WORK_HOME=/design/flow/orfs finish

===== flow/config.mk =====
export PLATFORM = sky130hd
export DESIGN_NAME = pid_16
export DESIGN_NICKNAME = pid_16
export VERILOG_FILES = /design/flow/design.v
export SDC_FILE = /design/flow/constraint.sdc
export NUM_CORES = 4
export LEC_CHECK = 1
export CORE_UTILIZATION = 40

===== flow/constraint.sdc =====
current_design pid_16

set clk_period 40.2
set clk_io_pct 0.2

create_clock -name clk0 -period $clk_period [get_ports {clk}]

set non_clock_inputs [all_inputs -no_clocks]
set_input_delay [expr $clk_period * $clk_io_pct] -clock clk0 $non_clock_inputs
set_output_delay [expr $clk_period * $clk_io_pct] -clock clk0 [all_outputs]

===== flow/design.v =====
module pid_16(   
	input logic clk, rst,
	input logic signed [15:0] kp_n, kp_ds,
	input logic signed [15:0] ki_n, ki_ds,
	input logic signed [15:0] kd_n, kd_ds,
	input logic signed [31:0] max_integral,
	input logic signed [15:0] max_integral_step,
	input logic signed [31:0] derivative_downsample,
	input logic signed [15:0] setpoint, observed,
	output logic signed [15:0] out);
	logic signed [15:0] error, derivative_this, derivative_avg, derivative_buf, derivative_filtered, error_clamped, old_error;
	logic signed [31:0] integral, integral_unclamped, integral_clamped, derivative_counter;
	assign error = setpoint-observed;
	clamp_16 eclamp(error, -max_integral_step, max_integral_step, error_clamped);
	assign integral_unclamped = integral+error_clamped;
	clamp_32 iclamp(integral_unclamped, -max_integral, max_integral, integral_clamped);
	assign derivative_avg = (derivative_buf < 0) ? -((-derivative_buf) >>> 4) : (derivative_buf >>> 4);
	assign derivative_filtered = ((derivative_this > 1) || (derivative_this < -1)) ? derivative_this : 0;
	always_ff @(posedge clk) begin
		if (rst) begin
			integral <= 0;
			derivative_counter <= 0;
			old_error <= error;
			derivative_buf <= 0;
		end
		else begin
			integral <= integral_clamped;
			if (derivative_counter == derivative_downsample) begin
				derivative_this = error-old_error;   
				derivative_buf <= ((derivative_avg <<< 4) - (derivative_avg <<< 1) + ((error-old_error) <<< 5));
				old_error <= error;
				derivative_counter <= 0;
			end
			else derivative_counter <= derivative_counter+1;
		end
	end
	logic signed [15:0] p_term, i_term, d_term;
	multiply_clamp mp(error, kp_n, kp_ds, p_term);
	multiply_clamp_big mi(integral, ki_n, ki_ds, i_term);
	multiply_clamp md(derivative_this, kd_n, kd_ds, d_term);
	logic signed [31:0] big_sum;
	assign big_sum = p_term+i_term+d_term;
	clamp_32_16 c(big_sum, out);
endmodule
module multiply_clamp(
	input logic signed [15:0] m1, numer, denom_pow,
	output logic signed [15:0] out);
	logic signed [31:0] step1, step2;
	assign step1 = {{16{m1[15]}}, m1}*{{16{numer[15]}}, numer};   
	assign step2 = (denom_pow >= 0) ? (step1 >>> denom_pow) : (step1 <<< (-denom_pow));
	clamp_32_16 c(step2, out);
endmodule
module multiply_clamp_big(
	input logic signed [31:0] m1,
	input logic signed [15:0] numer, denom_pow,
	output logic signed [15:0] out);
	logic signed [31:0] step1, step2;
	assign step1 = (denom_pow >= 0) ? (m1 >>> denom_pow) : (m1 <<< (-denom_pow));
	assign step2 = step1*{{16{numer[15]}}, numer};
	clamp_32_16 c(step2, out);
endmodule
module clamp_32(
	input logic signed [31:0] n, min, max,
	output logic signed [31:0] out);
	assign out = (n < min) ? min : ((n > max) ? max : n);
endmodule
module clamp_32_16(
	input logic signed [31:0] n,
	output logic signed [15:0] out);
	assign out = (n < -'sd32768) ? -'sd32768 : ((n > 'sd32767) ? 'sd32767 : n);
endmodule
module clamp_16(
	input logic signed [15:0] n, min, max,
	output logic signed [15:0] out);
	assign out = (n < min) ? min : ((n > max) ? max : n);
endmodule
module rssym_16(   
	input logic signed [15:0] n,
	input logic [4:0] shift_amt,   
	output logic signed [15:0] out);
	assign out = (n < 0) ? -((-n) >>> shift_amt) : (n >>> shift_amt);
endmodule

==> qor.txt <==
Area after DPL -> 63190 µm²
DR DRC count -> 0
CTS tree -> built
CTS sink cnt -> 96
Asr flop ratio synth -> 0
Post-synthesis instance area -> 58770 µm²
Die height -> 385.3 µm
RD Place Congestion -> 1.025
Hpwl dp -> 158400 µm
Total CTS buffers -> 9
Fin area -> 63490 µm²
Final clock skew -> 7.959 ps
Max-cap violations -> 0
Worst Hold Class -> register to register
R2R Path Start -> integral[0]
DR WL met3 -> 17350 µm
EDFF count, synth -> 32
Slew Viols, Final -> 0
Max Fclk -> 30.08 MHz
YS chip area -> 58770 µm²
Top cells by area -> fa_1 29%, ha_1 9.2%, inv_1 7.1%
Synth cell count leaders -> 1113 x inv_1, 848 x fa_1, 770 x nand2_1
Yosys cell count -> 7442
Drt first pass iters -> 5
Die area -> 148500 µm²
First-pass GRT wire length -> 310500 µm
Synth top cell by count -> inv_1
Total GRT Usage -> 0.2806
FP Core Util -> 0.4033
Outcome -> complete, no violations
Fin util -> 0.4356
Antenna viol nets, final -> 0
Clock root buffer -> clkbuf_16
Dominant cell area share -> 0.2889
Fin crit period -> 33250 ps
RSZ-0062 raised after global routing -> false
Unique cell types -> 112
DR WL/cell -> 20.89 µm
Mapped Cells -> 7442
Tcrit/Tclk final -> 0.8271
Fin. Hold Viols -> 0
Sequential share of the synthesized area -> 0.03815
Global route overflow -> 0
Critical path origin -> setpoint[0]
Least-Margin Pin Slew -> 1057 ps
Width of the die -> 385.3 µm
Max Used Layer -> met5
Largest net degree at the start of global routing -> 65
CP Data Required Time -> 32160 ps
Log Warnings -> 25
Max Buffers Root-to-Sink -> 2
Synthesized registers -> 96
Fraction of layout cells with a size suffix above 1 -> 0.05618
Setup TNS -> 0 ps
Port bufs -> 225
Slowest-stage cell, CP -> o21ai_0
Critical path launch point type -> input pin
Final setup fails -> 0
CP Max Fanout -> 21
Critical Path AT -> 25210 ps
Post-Route M1 WL -> 83680 µm
WL met2 -> 90140 µm
Synth area leader -> fa_1
Setup CP Type -> input pin to output pin
CTS Hold Bufs -> 0
Drt via density -> 5.686
Vias -> 53.23k
Hold_sp -> derivative_counter[0]
Max-slew headroom -> 0.2911
Critical Path End Type -> output pin
Core Area -> 145700 µm²
Hold WS -> 528.1 ps
PostCTS Resize Cnt -> 0
Clock transition at path regs -> 80 ps
Mean Syn Cell Area -> 7.897 µm²
Latency at later pin -> 370 ps
Initial antenna violation count -> 12
P&R area growth vs syn -> 8.028%
Top Ports -> 226
Max stage delay on crit path -> 590 ps
YS warnings -> 1
Top_reg_cell synth -> dfxtp_1
H-tree levels -> 3
DR iter-0 viols -> 3576
# rows -> 140
Postcts setup bufs -> 0
Vias in the first global route -> 53.27k
Drt total wl -> 195600 µm
critical path, delay by kind of cell:
kind            cells  cell delay [ps]
fa+ha+maj          12             5090
compound gates     30             7200
mux                 2              550
xor+xnor            2              280
buf+inv            11             2180
simple gates        9             1850
final cells by class:
cell class	instances	area, µm²
fill	14430	82250
multi-input combinational	5817	50880
inverter	1122	4212
timing repair buffer	390	3458
tap	1917	2399
sequential	96	2242
clock buffer	9	225.2
clock inverter	7	60.06
antenna	4	10.01
cells by family (layout without fill, tap and decap cells):
logic type | after synthesis | after routing | synth area share
and+or+nand+nor | 2453 | 2453 | 0.2062
muxes | 226 | 226 | 0.05212
xor gates and xnor gates | 296 | 296 | 0.04507
AOI/OAI and AO/OA | 1561 | 1561 | 0.1783
buffers and inverters | 1529 | 1528 | 0.09917
other | 0 | 4 | 0
adders and majority gates | 1281 | 1281 | 0.3810
DFF | 96 | 96 | 0.03815
through the flow:
step | setup slack [ps] | instances
finish | 6951 | 9362
detailed placement | 7052 | 9342
global route | 5413 | 9361
global placement | 7074 | 9342
CTS | 6977 | 9358
floorplan | 9901 | 7442
flip-flops by register name (all words and copies together), names as in the netlist:
register / cells
derivative_counter: 32
derivative_this: 16
integral: 32
old_error: 16
metal layers:
metal,vias to the layer above,GRT usage
li1,24990,-
met1,26030,0.4038
met2,1939,0.4364
met3,262,0.07980
met4,12,0.05226
met5,-,0
worst paths after layout:
kind	end	slack [ps]	cells past startpoint
worst max-delay path	out[3]	6950	66
worst min-delay path	derivative_counter[0]	530	1
worst max register to register	integral[22]	32940	28
worst min register to register	derivative_counter[0]	530	1
layout by cell type, fill, tap and decap left out, types with 59 or more instances in the layout:
| master | synthesis | routed |
|---|---|---|
| xor2_1 | 67 | 62 |
| xnor2_1 | 224 | 215 |
| dfxtp_1 | 64 | 64 |
| inv_1 | 1113 | 1113 |
| and2_1 | 425 | 425 |
| a211oi_1 | 102 | 102 |
| mux4_2 | 60 | 60 |
| fa_1 | 848 | 848 |
| a21oi_1 | 358 | 358 |
| o21ai_0 | 331 | 325 |
| a21o_1 | 95 | 95 |
| ha_1 | 433 | 433 |
| buf_4 | 5 | 166 |
| mux2i_1 | 129 | 127 |
| nand4_1 | 59 | 59 |
| nor3_1 | 158 | 155 |
| nand2b_1 | 76 | 75 |
| clkdlybuf4s50_1 | 0 | 218 |
| nor2b_1 | 104 | 104 |
| o211ai_1 | 70 | 70 |
| and3_1 | 59 | 59 |
| o21a_1 | 73 | 73 |
| nand2_1 | 770 | 770 |
| nand3_1 | 136 | 136 |
| nor2_1 | 460 | 456 |
